==> run.sh <==
#!/bin/bash
# OpenROAD 26Q1-2900-gdf79404cd8, Yosys 0.63+post, stock flow scripts
make -C /OpenROAD-flow-scripts/flow DESIGN_CONFIG=/design/flow/config.mk WORK_HOME=/design/flow/orfs finish
==> config.mk <==
export PLATFORM = sky130hd
export DESIGN_NAME = synchronizer
export DESIGN_NICKNAME = synchronizer
export VERILOG_FILES = /design/flow/design.v
export SDC_FILE = /design/flow/constraint.sdc
export NUM_CORES = 4
export LEC_CHECK = 1
export CORE_AREA = 10 10 93 93
export DIE_AREA = 0 0 103 103
export SYNTH_HDL_FRONTEND = slang
==> constraint.sdc <==
current_design synchronizer

set clk_period 3.2
set clk_io_pct 0.2

create_clock -name clk0 -period $clk_period [get_ports {clk}]

set non_clock_inputs [all_inputs -no_clocks]
set_input_delay [expr $clk_period * $clk_io_pct] -clock clk0 $non_clock_inputs
set_output_delay [expr $clk_period * $clk_io_pct] -clock clk0 [all_outputs]
==> design.v <==
interface router_if(input bit clock);
	bit [7:0] data_in;
	bit [7:0] data_out;
	bit rst;
	bit error;
	bit busy;
	bit read_enb;
	bit vld_out;
	bit pkt_valid;
	clocking wdr_cb @(posedge clock);
		default input #1 output #1;
		output data_in,pkt_valid,rst;
		input  error,busy;
	endclocking
	clocking rdr_cb @(posedge clock);
		default input #1 output #1;
		output read_enb;
		input  vld_out;
	endclocking
	modport WDR_MP (clocking wdr_cb);
	modport RDR_MP (clocking rdr_cb);
	clocking wmon_cb @(posedge clock);
		default input #1 output #1;
		input data_in;
		input pkt_valid;
		input error;
		input busy;
		input rst;
	endclocking
	clocking rmon_cb @(posedge clock);
		default input #1 output #1;
		input data_out;
		input read_enb;
	endclocking
	modport WMON_MP(clocking wmon_cb);
	modport RMON_MP(clocking rmon_cb);
endinterface 
module synchronizer(input rst,clk,detect_add,
	                  read_enb_0,read_enb_1,read_enb_2,
			  full_0,full_1,full_2,
			  empty_0,empty_1,empty_2,
			  write_enb_reg,
			  input [1:0] data_in,           
		    output vld_out_0,vld_out_1,vld_out_2,
			 output reg sft_rst_0,sft_rst_1,sft_rst_2,
			    fifo_full,
		    output reg [2:0] write_enb);
	    reg [1:0] address;
	    reg [7:0] count_0,count_1,count_2;
		 wire flag_0,flag_1,flag_2;
	    always@(posedge clk)
	    begin
		    if(rst==1'b0)
			    address<=2'bzz;
		    else if(detect_add==1'b1)
			    address<=data_in;
	    end
	    always@(*)
	    begin
		    if(write_enb_reg==1'b1)
			 begin
			    case(address)
				    2'b00:write_enb=3'b001;
				    2'b01:write_enb=3'b010;
				    2'b10:write_enb=3'b100;
				    default : write_enb=3'b000;
		    endcase
			 end
		    else
			    write_enb=3'b000;
	    end
	    always@(*)
	    begin
		    case(address)
			    2'b00:fifo_full=full_0;
			    2'b01:fifo_full=full_1;
			    2'b10:fifo_full=full_2;
			    default:fifo_full=1'b0;
	    endcase
    end
    assign vld_out_0= ~empty_0;
    assign vld_out_1= ~empty_1;
    assign vld_out_2= ~empty_2;
    assign flag_0=(count_0==8'd29);
    assign flag_1=(count_1==8'd29);
    assign flag_2=(count_2==8'd29);
    always@(posedge clk)
    begin
	    if(rst==1'b0)
	    begin
		    count_0<=0;
		    sft_rst_0<=1'b0;
	    end
	    else if(vld_out_0==1'b0)
	    begin
		    count_0<=0;
		    sft_rst_0<=1'b0;
	    end
	    else if(read_enb_0==1'b1)
	    begin
		    count_0<=8'b0;
		    sft_rst_0<=1'b0;
	    end
	    else
	    begin
		    if(flag_0)
			    begin
				    count_0<=0;
				    sft_rst_0<=1'b1;
			    end
		    else
			    count_0<=count_0+1;
	    end
    end
	 always@(posedge clk)
    begin
	    if(rst==1'b0)
	    begin
		    count_1<=0;
		    sft_rst_1<=1'b0;
	    end
	    else if(vld_out_1==1'b0)
	    begin
		    count_1<=0;
		    sft_rst_1<=1'b0;
	    end
	    else if(read_enb_1==1'b1)
	    begin
		    count_1<=8'b0;
		    sft_rst_1<=1'b0;
	    end
	    else
	    begin
		    if(flag_1)
			    begin
				    count_1<=0;
				    sft_rst_1<=1'b1;
			    end
		    else
			    count_1<=count_1+1;
	    end
    end
	 always@(posedge clk)
    begin
	    if(rst==1'b0)
	    begin
		    count_2<=0;
		    sft_rst_2<=1'b0;
	    end
	    else if(vld_out_2==1'b0)
	    begin
		    count_2<=0;
		    sft_rst_2<=1'b0;
	    end
	    else if(read_enb_2==1'b1)
	    begin
		    count_2<=1'b0;
		    sft_rst_2<=1'b0;
	    end
	    else
	    begin
		    if(flag_2)
			    begin
				    count_2<=0;
				    sft_rst_2<=1'b1;
			    end
		    else
			    count_2<=count_2+1;
	    end
    end
    endmodule
==> results_slide.txt <==
Physical Implementation Snapshot

Outcome
  • Status: complete, no violations

CTS
  • Latest clock arrival within the worst-skew pair: 0.28 ns
  • Clock tree root driver cell: sky130_fd_sc_hd__clkbuf_8
  • Resized Gates After CTS: 0
  • Bufs on Longest Clock Path: 2
  • Clock buffers created by TritonCTS: 5
  • Postcts setup bufs: 0
  • CTS H-tree depth: 2
  • TritonCTS clock tree: yes
  • Total number of clock tree sinks: 29
  • Reg clk slew, reported paths: 0.06 ns
  • Post-CTS Hold Fix Bufs: 0

Synth
  • Synthesis area per yosys: 1320 um2
  • Share of flip-flops with an asynchronous set or reset: 0
  • Cell taking the most area after synthesis: sky130_fd_sc_hd__dfxtp_1
  • Mean area per synthesized cell: 9.18 um2
  • Syn Std Cell Area: 1320 um2
  • Cell count listed in synth_stat.txt: 144
  • Biggest area cells: sky130_fd_sc_hd__dfxtp_1 (41%), sky130_fd_sc_hd__ha_1 (5.7%), sky130_fd_sc_hd__edfxtp_1 (4.5%)
  • Number of distinct library cells after synthesis: 33
  • Area share of the largest cell type after synthesis: 0.409
  • Number of warnings printed during yosys synthesis: 0
  • Mapped Cells: 144
  • Flip-flops with a built-in enable: 2
  • Most frequent cells after synthesis: sky130_fd_sc_hd__dfxtp_1 (27), sky130_fd_sc_hd__nor2_1 (14), sky130_fd_sc_hd__nand2_1 (11)
  • Dominant register cell in the synthesized netlist: sky130_fd_sc_hd__dfxtp_1
  • Number of register bits inferred by synthesis: 29
  • Seq/Total Area, Yosys: 0.455
  • Most instantiated library cell after synthesis: sky130_fd_sc_hd__dfxtp_1

Finish
  • Fraction of layout instances using a drive strength above 1: 0.0682
  • Layout area overhead: 33.4%
  • Number of fill cells in the layout: 719
  • Final non-filler cell total: 256

Final timing
  • Setup repair after global routing missed its margin: no
  • Post-Route Skew: 0.0117 ns
  • Setup Total Neg Slack: 0 ns
  • Highest clock rate: 406 MHz
  • Final clock period utilization by the worst path: 0.770
  • Final setup violating endpoints: 0
  • Total count of hold-check failures in the final report: 0
  • Slew at the pin closest to its max-slew limit: 0.721 ns
  • Max-slew violation count: 0
  • Slew HR: 0.513
  • Post-layout minimum cycle time: 2.46 ns

Die
  • Die H: 103 um
  • I/O pin count: 25
  • Total number of placement rows: 30
  • Initial Util: 0.196
  • Die Width: 103 um
  • Core area: 6760 um2
  • Die area: 10,600 um2

GRT
  • Via count of the first global-routing pass: 1,061
  • Number of antenna violations at the first check in global routing: 0
  • Remaining global-route overflow: 0
  • Wire length of the first global-routing pass: 4480 um
  • Overall routing resource usage: 0.0517
  • Pin count of the biggest net entering global routing: 10

Power and ir drop
  • Power Density: 426 nW/um2
  • P_leak: 0.586 nW
  • Cell-internal power: 0.597 mW
  • Switching Share: 0.206
  • IR drop worst, VDD: 0.129 mV
  • Net switching power: 0.155 mW
  • Portion of total power attributed to sequential cells: 0.498
  • Share of total power in the clock network: 0.438
  • Part of the total power dissipated in combinational logic: 0.064

Route
  • Initial DRC count: 33
  • Final antenna diode count: 0
  • Post-detailed-route wirelength per cell: 10.6 um
  • Detailed Route WL: 2710 um
  • Per-cell via count in the routed design: 4.31
  • Post-route DRC: 0
  • Detailed-routing iteration count for the pre-antenna-repair pass: 4
  • Vias: 1,104
  • Remaining antenna violation count: 0

Worst setup path
  • Type of destination of the critical path: primary output
  • Data arrival time of the critical path: 1.82 ns
  • Most used cell, CP: sky130_fd_sc_hd__clkdlybuf4s50_1
  • Crit path max fanout: 3
  • CP required: 2.56 ns
  • Ordered list of cells on the worst path: clkdlybuf4s50_1 > nor3b_1 > clkdlybuf4s50_1
  • Classification of the worst setup path: input pin to primary output
  • Slowest CP cell: sky130_fd_sc_hd__clkdlybuf4s50_1
  • Crit path max-delay family: buffers and inverters
  • Largest incremental delay on the critical path: 0.50 ns
  • Critical path buffer and inverter count: 2
  • Crit path launch type: input pin

Place
  • Number of cells after detailed placement: 248
  • Post-detail-place hpwl: 2030 um
  • RD Place Congestion: 0.772
  • IO Port Bufs: 24

Run
  • Number of warnings in the stage logs: 28
  • Max-Cap Viols: 0

Worst hold path
  • Class of the tightest hold or removal check: register to register
logic make-up (layout without fill, tap and decap cells):
kind of cell	Yosys count	in the layout	synth area share
muxes	1	1	0.00758
AOI/OAI and AO/OA	33	33	0.155
adders and majority gates	6	6	0.0568
and+or+nand+nor	61	61	0.267
buffers and inverters	9	41	0.0256
xor gates and xnor gates	5	5	0.0331
DFF	29	29	0.455
state kept, by name (all words and copies together) (netlist names):
signal and count:
count_2 8, sft_rst_0 1, address 2, sft_rst_1 1, sft_rst_2 1, count_1 8
count_0 8
layout make-up:
type | instances | area, um2 | area share
inverters | 9 | 33.8 | 0.0192
clock buffers | 7 | 96.3 | 0.0546
flip-flops and latches | 29 | 601 | 0.341
repair buffers | 24 | 240 | 0.136
multi-input cells | 106 | 687 | 0.390
well taps | 80 | 100 | 0.0568
clock inverters | 1 | 5.00 | 0.00284
metrics by stage:
step | power, mW | setup WS [ns] | utilization | area (um2) | hold slack [ns]
floorplan | 0.396 | 1.77 | - | 1320 | 0.413
global placement | 0.430 | 0.766 | 0.246 | 1660 | 0.448
detailed placement | 0.431 | 0.724 | 0.246 | 1660 | 0.458
CTS | 0.760 | 0.723 | 0.261 | 1760 | 0.475
global route | 0.784 | 0.687 | 0.261 | 1760 | 0.490
finish | 0.751 | 0.737 | 0.261 | 1760 | 0.470
power by group through the flow:
stage,Combinational [mW],Clock (mW),Sequential [mW]
CTS,0.0484,0.337,0.374
global route,0.0520,0.357,0.375
finish,0.0478,0.329,0.374
final timing paths:
| path | from | end | slack [ns] | cells after the start |
|---|---|---|---|---|
| max reg2reg | count_2[0] | count_2[2] | 1.61 | 4 |
| min | sft_rst_2 | sft_rst_2 | 0.47 | 1 |
| min reg2reg | sft_rst_2 | sft_rst_2 | 0.47 | 1 |
| max | write_enb_reg | write_enb[0] | 0.74 | 3 |
worst reg2reg max path: stages (launching register included):
cell and delay (ns):
sky130_fd_sc_hd__dfxtp_1 0.39, sky130_fd_sc_hd__ha_1 0.17, sky130_fd_sc_hd__or4b_4 0.49, sky130_fd_sc_hd__o21ai_0 0.32, sky130_fd_sc_hd__nor2_1 0.09
per-layer routing:
layer | GRT usage | vias up | routed length (um)
li1 | - | 583 | -
met1 | 0.0652 | 488 | 1330
met2 | 0.0795 | 27 | 1030
met3 | 0.0257 | 6 | 303
met4 | 0.00856 | 0 | 47
met5 | 0 | - | 0
cells in the final DEF (no fill, tap or decap), types with 5 or more instances in the layout:
cell type / n
sky130_fd_sc_hd__ha_1: 6
sky130_fd_sc_hd__nand2_1: 11
sky130_fd_sc_hd__or3_1: 5
sky130_fd_sc_hd__nor2_1: 14
sky130_fd_sc_hd__clkdlybuf4s50_1: 24
sky130_fd_sc_hd__dfxtp_1: 27
sky130_fd_sc_hd__clkbuf_8: 7
sky130_fd_sc_hd__nor3b_1: 5
sky130_fd_sc_hd__inv_1: 9
sky130_fd_sc_hd__nand3_1: 5
sky130_fd_sc_hd__o21ai_0: 9
sky130_fd_sc_hd__a21oi_1: 10
Power is estimated from default activity; no workload was simulated.
