===== /design/flow/design.v =====
interface router_if(input bit clock);
	bit [7:0] data_in;
	bit [7:0] data_out;
	bit rst;
	bit error;
	bit busy;
	bit read_enb;
	bit vld_out;
	bit pkt_valid;
	clocking wdr_cb @(posedge clock);
		default input #1 output #1;
		output data_in,pkt_valid,rst;
		input  error,busy;
	endclocking
	clocking rdr_cb @(posedge clock);
		default input #1 output #1;
		output read_enb;
		input  vld_out;
	endclocking
	modport WDR_MP (clocking wdr_cb);
	modport RDR_MP (clocking rdr_cb);
	clocking wmon_cb @(posedge clock);
		default input #1 output #1;
		input data_in;
		input pkt_valid;
		input error;
		input busy;
		input rst;
	endclocking
	clocking rmon_cb @(posedge clock);
		default input #1 output #1;
		input data_out;
		input read_enb;
	endclocking
	modport WMON_MP(clocking wmon_cb);
	modport RMON_MP(clocking rmon_cb);
endinterface 
module fsm(input clk,rst,pkt_valid,parity_done,
	         sft_rst_0,sft_rst_1,sft_rst_2,
	         fifo_full,low_pkt_valid,
		 fifo_empty_0,fifo_empty_1,fifo_empty_2,
	   input [1:0] data_in,
	   output busy,detect_add,ld_state,laf_state,full_state,write_enb_reg,rst_int_reg,lfd_state);
parameter decoder_address=3'b000,
	       load_first_data=3'b001,
	       wait_till_empty=3'b010,
			 load_data=3'b011,
		    load_parity=3'b100,
	       check_parity_error=3'b101,
	       fifo_full_state=3'b110,
	       load_after_full=3'b111;
  reg [2:0] state,next_state;
  always@(posedge clk)begin
	  if(rst==1'b0)
		  state<= decoder_address;
		else if(sft_rst_0 ||sft_rst_1 || sft_rst_2)
			state<= decoder_address;
	  else
		  state<=next_state;
  end
  always@(*)
       begin
	       next_state=decoder_address;
	       case(state)
				decoder_address:if((pkt_valid &&(data_in[1:0]==0)&& fifo_empty_0)||
			                       (pkt_valid &&(data_in[1:0]==1)&& fifo_empty_1)||
					                 (pkt_valid &&(data_in[1:0]==2)&& fifo_empty_2))
										  begin
												next_state=load_first_data;
										  end
    			                else if((pkt_valid &&(data_in[1:0]==0)&& !fifo_empty_0)||
					                    (pkt_valid &&(data_in[1:0]==1)&& !fifo_empty_1)||
					                    (pkt_valid &&(data_in[1:0]==2)&& !fifo_empty_2))
										  begin
												next_state=wait_till_empty;
                                end
									 else
												next_state=decoder_address;
		       load_first_data:next_state=load_data;
				 wait_till_empty:if((fifo_empty_0  && (data_in[1:0]==0)) ||
										   (fifo_empty_1 && (data_in[1:0]==1)) ||
					                  (fifo_empty_2 && (data_in[1:0]==2)) )
											next_state= load_first_data;
									 else
											next_state=wait_till_empty;
		       load_data:if((!fifo_full) && (!pkt_valid))
									next_state=load_parity;
							  else if(fifo_full)
									next_state=fifo_full_state;
							  else
									next_state=load_data;
				load_parity:next_state=check_parity_error;
				check_parity_error:if(!fifo_full)
												next_state=decoder_address;
										 else if(fifo_full)
												next_state=fifo_full_state;
				fifo_full_state:if(!fifo_full)
						next_state=load_after_full;
					else 
						next_state=fifo_full_state;
				load_after_full:if(!parity_done && !low_pkt_valid)
			                   next_state=load_data;
				        else if(!parity_done && low_pkt_valid)
									next_state=load_parity;
						  else if(parity_done)
									next_state=decoder_address;
						  else
									next_state=load_after_full;
		endcase
	end
assign busy=((state==load_first_data) ||(state==load_parity)||(state==fifo_full_state) ||(state==load_after_full) ||(state== wait_till_empty) || (state==check_parity_error));
assign detect_add= (state==decoder_address);
assign ld_state= (state==load_data);
assign laf_state= (state==load_after_full);
assign full_state= (state==fifo_full_state);
assign write_enb_reg=(state==load_parity) ||(state==load_data) ||(state==load_after_full) ;
assign rst_int_reg=(state==check_parity_error);
assign lfd_state=(state==load_first_data);
endmodule 

===== /design/flow/run.sh =====
#!/bin/bash
# OpenROAD 26Q1-2900-gdf79404cd8, Yosys 0.63+post, stock flow scripts
make -C /OpenROAD-flow-scripts/flow DESIGN_CONFIG=/design/flow/config.mk WORK_HOME=/design/flow/orfs finish

===== /design/flow/config.mk =====
export PLATFORM = sky130hd
export DESIGN_NAME = fsm
export DESIGN_NICKNAME = fsm
export VERILOG_FILES = /design/flow/design.v
export SDC_FILE = /design/flow/constraint.sdc
export NUM_CORES = 4
export LEC_CHECK = 1
export CORE_AREA = 10 10 72 72
export DIE_AREA = 0 0 82 82
export SYNTH_HDL_FRONTEND = slang

===== /design/flow/constraint.sdc =====
current_design fsm

set clk_period 2.6
set clk_io_pct 0.2

create_clock -name clk0 -period $clk_period [get_ports {clk}]

set non_clock_inputs [all_inputs -no_clocks]
set_input_delay [expr $clk_period * $clk_io_pct] -clock clk0 $non_clock_inputs
set_output_delay [expr $clk_period * $clk_io_pct] -clock clk0 [all_outputs]

==> metrics.csv <==
stage,metric,value,unit
status,status,"finished, final reports clean",
logic_synthesis,ys_sh_xor,0,%
drt,routedWlPerCell,10.8,µm
logic_synthesis,mux_share,2.99,%
floorplanning,ioPinCount,22,
drt,drc,0,
final_timing,finalHoldViolCount,0,
logic_synthesis,yosysUniqueCellTypes,17,
finish,largest_reg_flops,8,
finish,final_cells,109,
logic_synthesis,yosys_warnings,0,
setup_path,crit_fanout,8,
final_timing,clock.fmax,0.517,GHz
grt,grt_pass1_vias,367,
pwr,p_per_area,474,nW/µm²
cts,ctsResizeCount,0,
placement,dp_cells,106,
setup_path,startpoint,sft_rst_1,
job,drv_cap,0,
pwr,p_total,0.304,mW
grt,grt_max_degree,9,
placement,dp.final_hpwl,989,µm
setup_path,worstSetupEndpointType,flop,
cts,cts_tree,yes,
grt,grt_pass1_wl,1710,µm
final_timing,maxSlewHeadroom,82.4,%
job,warnings,25,
finish,drive_gt1_share,4.92,%
logic_synthesis,ys_area,335,µm²
setup_path,required,2720,ps
pwr,p_leak,0.224,nW
grt,grt_util_met3,3.85,%
grt,use_met1,4.73,%
floorplanning,fp.dieW,82,µm
cts,clk_pin_slew,40,ps
final_timing,timing.final.ws_setup,666,ps
grt,grt-busiest-layer,met1,
cts,cts_buffers,3,
logic_synthesis,yosysCellCount,38,
grt,grt_use_met2,2.90,%
final_timing,tns,0,ps
finish,lay_top_cells,"21 x clkdlybuf4s50_1, 8 x dfxtp_1",
cts,cts.sinks,8,
floorplanning,fp.dieH,82,µm
final_timing,period_needed,1930,ps
finish,reg.largest.list,state x8,
drt,final_antenna_net_count,0,
drt,drt-total-wl,1180,µm
final_timing,rsz0062_at_grt,false,
drt,vias_per_cell,3.50,
final_timing,tightest_slew,264,ps
logic_synthesis,simple_gate_area_share,29.1,%
finish,regMostFlops,state,
drt,drt_iter0_markers,34,
setup_path,r2r_start,state[7],
logic_synthesis,aoi_share,15.3,%
floorplanning,rows,22,
finish,lay_top_count,clkdlybuf4s50_1,
finish,area_delta_synth_final,91.4,%
logic_synthesis,ys_seq_share,47.8,%
pwr,peakVddDrop,0.000140,V
drt,antenna_cells,0,
logic_synthesis,fa_ha_area_share,0,%
cts,cts_root_buf,clkbuf_8,
worst_hold_path,holdCritPathClass,reg2reg,
logic_synthesis,numSynthFlops,8,
final_timing,maxSlewViolCount,0,
setup_path,start_kind,input port,
logic_synthesis,synthTopLogicFamily,simple AND/OR/NAND/NOR gates,
drt,first_pass_iters,4,
floorplanning,fp_util,9.09,%
floorplanning,core_area,3690,µm²
placement,portBuffers,21,
final_timing,min_period_over_period,74.4,%
final_timing,hold-worst-slack,446,ps
placement,dp_slack,437,ps
final_timing,setup_viol,0,
cts,cts_buffer_depth,2,
logic_synthesis,netlist_area,335,µm²
cts,clkLatencyLatePin,230,ps
cts,cts_setup_buffers,0,
cts,cts_hold_buf,0,
logic_synthesis,netlist_instances,38,
floorplanning,chipArea,6720,µm²
logic_synthesis,synth_area_per_cell,8.82,µm²
cts,htree_levels,1,
grt,grt_overflow,0,
grt,track_usage,3.32,%
worst_hold_path,worstHoldStart,state[1],
grt,antenna_found_initial,0,
setup_path,crit_type,in2reg,
placement,place_congestion,0.733,
final_timing,fin_skew,0.790,ps
setup_path,crit_arrival,2050,ps
drt,vias,381,
Yosys cell counts (all sizes together):
cell type,instances,area [µm²]
buf,1,5.00
a21o,1,7.51
or3,1,6.26
nand2,3,11.3
mux2i,1,10.0
nor4,1,6.26
o21ai,1,5.00
nor2,3,11.3
nor3,3,15.0
a221o,1,10.0
nand3b,2,15.0
nor3b,3,22.5
dfxtp,8,160
or4b,1,10.0
a31oi,3,18.8
inv,3,11.3
a21oi,2,10.0
worst paths after layout:
kind / slack, ps / cells after the start / end
worst min register to register: 450 / 2 / state[5]
worst max register to register: 1660 / 2 / state[0]
worst min-delay path: 450 / 2 / state[5]
worst max-delay path: 670 / 4 / state[0]
worst max-delay path, stage by stage:
cell	delay (ps)
clkdlybuf4s50_1	400
or4b_1	680
a221o_1	310
a21o_1	150
report_power, final:
part           total, mW  switching, mW  internal (mW)
combinational     0.0326         0.0102         0.0224
sequential         0.124       0.000581          0.124
clock              0.147         0.0468          0.100
cells by family (layout without fill, tap and decap cells):
group                  Yosys count  count (layout)
AND/OR/NAND/NOR                 17              17
flip-flops                       8               8
buffers and inverters            4              27
multiplexers                     1               1
AND-OR/OR-AND                    8               8
final cells by class:
type | count | area, µm²
Sequential cell | 8 | 160
Fill cell | 421 | 3050
Inverter | 3 | 11.3
Tap cell | 48 | 60.1
Timing Repair Buffer | 21 | 210
Clock buffer | 3 | 41.3
Multi-Input combinational cell | 26 | 159
metal layers:
metal / part of all wire [%] / wire, µm
met1: 52 / 617
met3: 23 / 266
met5: 0 / 0
met2: 25 / 294
met4: 0 / 0
through the flow:
stage	area (µm²)	utilization, %
2_1_floorplan	335	-
3_3_place_gp	601	16.3
3_5_place_dp	601	16.3
4_1_cts	642	17.4
5_1_grt	642	17.4
6_report	642	17.4
Power figures rest on the tool's default switching activity, not on a simulated workload.
