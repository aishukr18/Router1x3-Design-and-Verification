## /design/flow/design.v

```verilog
interface router_if(input bit clock);
	bit [7:0] data_in;
	bit [7:0] data_out;
	bit rst;
	bit error;
	bit busy;
	bit read_enb;
	bit vld_out;
	bit pkt_valid;
	clocking wdr_cb @(posedge clock);
		default input #1 output #1;
		output data_in,pkt_valid,rst;
		input  error,busy;
	endclocking
	clocking rdr_cb @(posedge clock);
		default input #1 output #1;
		output read_enb;
		input  vld_out;
	endclocking
	modport WDR_MP (clocking wdr_cb);
	modport RDR_MP (clocking rdr_cb);
	clocking wmon_cb @(posedge clock);
		default input #1 output #1;
		input data_in;
		input pkt_valid;
		input error;
		input busy;
		input rst;
	endclocking
	clocking rmon_cb @(posedge clock);
		default input #1 output #1;
		input data_out;
		input read_enb;
	endclocking
	modport WMON_MP(clocking wmon_cb);
	modport RMON_MP(clocking rmon_cb);
endinterface 
module fifo1(input clk,rst,sft_rst,read_enb,write_enb,lfd_state,input [7:0] data_in,output reg[7:0] data_out,output empty,full);
reg [8:0]mem[0:15];
reg [4:0] w_ptr,r_ptr;
reg lfd_t;
integer i;
reg [5:0]temp;
always@(posedge clk)
begin
	if(rst==1'b0)
	begin
		w_ptr<=5'b0;
		for(i=0;i<16;i=i+1)
		begin
			mem[i]<=9'b0;
		end
	end
	else if(sft_rst)
	begin
		w_ptr<=5'b0;
		for(i=0;i<16;i=i+1)
		begin
			mem[i]<=9'b0;
		end
	end                                           
	else if(write_enb && !full)
	begin
		mem[w_ptr[3:0]]<={lfd_t,data_in};
	        w_ptr<=w_ptr+1'b1;
	end
	else
			w_ptr<=w_ptr;
end
always@(posedge clk)
begin
	if(rst==1'b0)
	begin
		r_ptr<=5'b0;
		data_out<=8'b0;
	end
	else if(empty==0 && read_enb==1'b1)
	begin
		data_out<=mem[r_ptr[3:0]];
		r_ptr<=r_ptr+1'b1;
	end
	else if(sft_rst==1'b1)
	begin
		data_out<=8'bz;
	end
	else if(temp==0)
			data_out<=8'bz;
end  
always@(posedge clk)
begin
	if(rst==1'b0)
	begin
		lfd_t<=0;
	end
	else if(sft_rst==1'b1)
		lfd_t<=0;
	else
		lfd_t<=lfd_state;
end
always@(posedge clk)
begin
	if(rst==0)
		temp<=0;
	else if(sft_rst)
		temp<=0;
	else if(empty==0 && read_enb)
	begin
		if(mem[r_ptr[3:0]][8]==1)
		temp<=mem[r_ptr[3:0]][7:2]+1'b1;
		else if(temp!=0)
	   temp<=temp-1'b1;
		end
end
assign full=(w_ptr==5'd16 && r_ptr==5'd0)?1'b1:1'b0;
assign empty=(r_ptr==w_ptr)?1'b1:1'b0;
endmodule  
```

## /design/flow/run.sh

```bash
#!/bin/bash
# OpenROAD 26Q1-2900-gdf79404cd8, Yosys 0.63+post, stock flow scripts
make -C /OpenROAD-flow-scripts/flow DESIGN_CONFIG=/design/flow/config.mk WORK_HOME=/design/flow/orfs finish
```

## /design/flow/config.mk

```make
export PLATFORM = sky130hd
export DESIGN_NAME = fifo1
export DESIGN_NICKNAME = fifo1
export VERILOG_FILES = /design/flow/design.v
export SDC_FILE = /design/flow/constraint.sdc
export NUM_CORES = 4
export LEC_CHECK = 1
export CORE_UTILIZATION = 50
export SYNTH_HDL_FRONTEND = slang
```

## /design/flow/constraint.sdc

```tcl
current_design fifo1

set clk_period 4.2
set clk_io_pct 0.2

create_clock -name clk0 -period $clk_period [get_ports {clk}]

set non_clock_inputs [all_inputs -no_clocks]
set_input_delay [expr $clk_period * $clk_io_pct] -clock clk0 $non_clock_inputs
set_output_delay [expr $clk_period * $clk_io_pct] -clock clk0 [all_outputs]
```

==> impl_metrics.py <==
# Metrics from the implementation run
metrics = {
    "drt": {
        "wirelength_um": 18000,
        "diodes": 0,
        "antenna_left": 0,
        "drc": 0,
        "first_pass_iters": 5,
        "drtIter0Drc": 288,
        "via_per_inst": 5.56,
        "post_drt_wl_per_cell_um": 21.4,
        "vias": 4658,
    },
    "clock_network": {
        "cts_inserted_buffers": 17,
        "clkLatencyLatePin_ns": 0.42,
        "clock-sinks": 173,
        "post_cts_buffers": 0,
        "htreeDepth": 4,
        "cts_root_buf": "clkbuf_16",
        "clkTransAtPathRegs_ns": 0.06,
        "cts_repair_resize_count": 0,
        "ctsHoldBuffers": 0,
        "cts_tree": "built",
        "cts_buffer_depth": 2,
    },
    "sta": {
        "maxSlewViolCount": 0,
        "post-route-period-util_pct": 74.1,
        "setup_viol": 0,
        "relSlewSlack_pct": 47.5,
        "fin_skew_ns": 0.00797,
        "hold_violations": 0,
        "fin_crit_ns": 3.11,
        "setup_tns_ns": 0,
        "rsz0062_at_grt": "false",
        "max_freq_mhz": 321,
        "worstMarginPinSlew_ns": 0.788,
        "holdWs_ns": 0.510,
    },
    "critical_path": {
        "required_ns": 4.27,
        "crit_fanout": 25,
        "worstRegToRegCells": 9,
        "path_class": "input port to register",
        "crit_arrival_ns": 3.18,
        "r2r_slack_ns": 1.25,
        "end_kind": "register",
        "start_kind": "input port",
        "r2r_start": "w_ptr[0]",
        "r2r_end": "mem[3][0]",
    },
    "min_path": {
        "holdPathEnd": "temp[0]",
        "worstHoldPathCells": 2,
        "hold_path_class": "register to register",
        "hp-start": "temp[0]",
    },
    "floorplan": {
        "die_area_um2": 16600,
        "ioPinCount": 24,
        "coreArea_um2": 15800,
        "die_w_um": 129,
        "fp_util_pct": 50.9,
        "die.size.y_um": 129,
        "row_count": 46,
    },
    "placed_design": {
        "io_buffers": 23,
        "dp.cells": 808,
        "post-dp-hpwl_um": 12900,
        "gp_congestion": 0.893,
        "dpl-instance-area_um2": 8590,
    },
    "yosys": {
        "ys_cells": 575,
        "syn-mean-instance-area_um2": 14.0,
        "ys_ff": 173,
        "synthArstFlopShare_pct": 0,
        "netlist_instances": 575,
        "edf_count": 144,
        "seq_area_frac_synth_pct": 60.9,
        "ff_type": "edfxtp_1",
        "syn_area_um2": 8060,
        "ys_chip_area_um2": 8060,
        "yosys_warnings": 0,
        "ys_types": 44,
    },
    "pwr": {
        "powerDensity_nw_per_um2": 403,
        "power.leakage_uw": 0.00343,
        "ir_worst_vdd_uv": 285,
        "total_power_uw": 3680,
    },
    "flow_run": {
        "drv_cap": 0,
        "openroad.warnings": 30,
    },
    "layout": {
        "drive_gt1_share_pct": 14.1,
        "finalNonFillerCells": 838,
        "finalInstanceArea_um2": 9120,
        "area_growth_pct": 13.2,
        "ff_latch_area_um2": 4910,
        "fillers": 1223,
        "lay_top_count": "and2_1",
        "multiInputGateArea_um2": 2980,
        "layout_top_cells": "and2_1 (153), edfxtp_1 (144), mux4_2 (33)",
    },
    "run_status": {
        "status": "completed",
    },
    "grt": {
        "antenna_found_initial": 0,
        "first_global_vias": 4801,
        "grt_use_total_pct": 25.9,
        "grt_max_degree": 26,
        "grt_pass1_wl_um": 27900,
        "grt_overflow": 0,
    },
}
[report_power, final]
part / leakage (µW) / internal (µW) / switching (µW) / total (µW)
clock: 0.000245 / 799 / 612 / 1410
combinational: 0.00135 / 140 / 167 / 307
sequential: 0.00184 / 1920 / 35.4 / 1960
total: 0.00343 / 2860 / 814 / 3680
[worst max-delay path, cell delays in order]
cell and delay (ns):
clkdlybuf4s50_1 0.75, nor2b_1 0.20, buf_4 0.29, nand3_1 0.32, nor3_1 0.24, buf_4 0.18
nand2b_1 0.35
[registers in the layout, summed over array words and instances, names as in the netlist, named ones only]
name      flops
lfd_t         1
data_out      8
r_ptr         5
temp          6
w_ptr         5
mem         144
[synthesized netlist by cell type, types with 2 or more instances]
master / n / area share, %
a21boi_0: 2 / 0.19
a21oi_1: 6 / 0.37
a22oi_1: 8 / 0.75
a31o_2: 2 / 0.22
a31oi_1: 2 / 0.16
and2_1: 153 / 12
and2b_1: 2 / 0.19
buf_2: 7 / 0.43
buf_6: 2 / 0.28
clkbuf_1: 18 / 0.84
dfxtp_1: 29 / 7.2
edfxtp_1: 144 / 54
ha_1: 9 / 1.4
inv_1: 10 / 0.47
mux2i_1: 8 / 0.99
mux4_1: 7 / 2.3
mux4_2: 33 / 9.2
nand2_1: 14 / 0.65
nand2b_1: 8 / 0.62
nand3_1: 7 / 0.43
nand4_1: 5 / 0.39
nor2_1: 28 / 1.3
nor2b_1: 11 / 0.85
nor3_1: 7 / 0.43
nor4b_1: 2 / 0.22
o21a_1: 3 / 0.28
o21ai_0: 18 / 1.1
o31ai_1: 2 / 0.19
xnor2_1: 8 / 0.87
xor2_1: 6 / 0.65
[cell families after synthesis]
| logic type | Yosys count | share of synthesized area, % |
|---|---|---|
| DFF | 173 | 60.9 |
| buffers and inverters | 38 | 2.07 |
| adders and majority gates | 9 | 1.40 |
| AOI/OAI and AO/OA | 52 | 4.27 |
| and+or+nand+nor | 241 | 17.4 |
| muxes | 48 | 12.5 |
| xor gates and xnor gates | 14 | 1.52 |
[worst max path at each step]
stage,start,end,cells past startpoint
after CTS,w_ptr[3],empty,4
after global routing,rst,mem[3][0],7
final,rst,mem[3][0],7
[area by class of cell]
type / instances / area share (%)
Sequential cell: 173 / 53.8
Multi-Input combinational cell: 364 / 32.7
Clock buffer: 17 / 4.66
Timing Repair Buffer: 45 / 4.33
Tap cell: 216 / 2.96
Clock inverter: 13 / 1.12
Inverter: 10 / 0.412
[metal layers]
layer  vias up  part of all wire (%)  track usage [%]
met5         -                     0                0
met1      2261                    42             41.1
met2       195                    46             37.2
li1       2181                     -                -
met4         0                   2.1             4.78
met3        21                    10             11.6
[metrics by stage]
step | util (%) | setup slack, ns
global route | 57.6 | 0.887
CTS | 57.6 | 1.11
finish | 57.6 | 1.09
global placement | 54.3 | 0.769
floorplan | - | 1.54
detailed placement | 54.3 | 0.712
Power figures rest on the tool's default switching activity, not on a simulated workload.
